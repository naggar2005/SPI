<file path="./config.mk">
export PLATFORM = sky130hd
export DESIGN_NAME = TopModule
export DESIGN_NICKNAME = TopModule
export VERILOG_FILES = /design/flow/design.v
export SDC_FILE = /design/flow/constraint.sdc
export NUM_CORES = 4
export LEC_CHECK = 1
export CORE_UTILIZATION = 30
</file>
<file path="./constraint.sdc">
current_design TopModule

set clk_period 3.7
set clk_io_pct 0.2

create_clock -name clk0 -period $clk_period

set non_clock_inputs [all_inputs -no_clocks]
set_input_delay [expr $clk_period * $clk_io_pct] -clock clk0 $non_clock_inputs
set_output_delay [expr $clk_period * $clk_io_pct] -clock clk0 [all_outputs]
</file>
<file path="./design.v">
module SPI_Master(d_in , MISO , clk , rst , start , in_addr
                 , d_out , MOSI , s_clk , cs_n , done , busy , load);
localparam IDLE = 2'b00;
localparam LOAD = 2'b01;
localparam TRANSFER = 2'b10;
localparam DONE = 2'b11;
parameter reg_width = 32;
input rst , clk;
input start , MISO;
input [reg_width-1:0] d_in;
input [1:0] in_addr;         
output reg s_clk ;
output reg MOSI , done , busy;
output reg [reg_width-1:0] d_out;
output reg load;
output reg [3:0] cs_n;
reg [1:0] cs , ns;
reg [reg_width-1:0] shift_reg;
reg [$clog2(reg_width):0] bit_cnt;            
reg ss_n;
    always@(posedge clk , posedge rst)
        begin
            if(rst)
                cs <= IDLE;
            else
                cs <= ns;
        end
    always @(*)
        begin
            case(cs)
                IDLE: ns = (start) ? LOAD : cs;
                LOAD: ns = TRANSFER;
                TRANSFER: ns = ((bit_cnt == (reg_width)) && s_clk) ? DONE : cs;      
                DONE: ns = IDLE;
            endcase
        end 
    always @(posedge clk , posedge rst)
        begin
            if(rst)
                begin
                    ss_n <= 1;      s_clk <= 0;
                    done <= 0;      busy  <= 0;
                    d_out<= 0;      MOSI  <= 0;
                    load <= 0;      bit_cnt <= 0;
                    shift_reg <=0;
                end
            else
                begin
                    case(cs)
                        IDLE:
                            begin
                                ss_n <= 0;       
                                done <= 0;      busy  <= 0;
                                MOSI <= 0;       
                                bit_cnt <= 0;    
                                if(ns == LOAD)
                                    load <= 1;
                                else
                                    load <= 0;
                            end
                        LOAD:
                            begin
                                shift_reg <= d_in;
                                busy <= 1;
                                load <= 0;
                                s_clk <= 1;
                            end
                        TRANSFER:
                            begin
                                s_clk <= ~s_clk;
                                load <= 0;
                                    if(s_clk)
                                            MOSI <= shift_reg[reg_width - 1];
                                    else
                                        begin
                                            shift_reg <= {shift_reg[reg_width-2 : 0] , MISO};
                                            bit_cnt <= bit_cnt + 1;
                                        end
                            end
                        DONE:
                            begin
                                d_out <= shift_reg;
                                done  <= 1;
                                busy  <= 0;     load <= 0;
                            end
                    endcase
                end
        end
    always @(*) begin
        cs_n[3:0] = 4'b1111;
            case(in_addr[1:0])
                2'b11: cs_n[3] = ss_n;
                2'b10: cs_n[2] = ss_n;
                2'b01: cs_n[1] = ss_n;
                default : cs_n[0] = ss_n;                  
            endcase
    end
endmodule
module SPI_slave(d_in_slave , MOSI , s_clk , ss_n , clk , rst , load , busy
                ,d_out_slave, MISO , done_slave , ready);
parameter reg_width = 32;
input ss_n , s_clk , clk , rst;
input MOSI , load , busy;
input [reg_width - 1:0] d_in_slave;
output reg done_slave ; 
output reg MISO ;
output reg [reg_width - 1:0] d_out_slave;
output ready;
reg [reg_width - 1:0] shift_reg;
reg [$clog2(reg_width):0] bit_cnt;
    always @(posedge clk , posedge rst)
        begin
            if(rst)
                begin
                    bit_cnt <= 0;   done_slave <= 0;
                    MISO  <= 0;     d_out_slave <= 0;
                    shift_reg <= 0;
                end
            else if(!ss_n && (load))                         
                shift_reg <= d_in_slave;
            else if(!ss_n && (bit_cnt != reg_width) && busy)     
                begin
                    if(s_clk)
                            MISO <= shift_reg[reg_width-1];
                    else
                        begin
                            shift_reg <= {shift_reg[reg_width-2 : 0] , MOSI};
                            bit_cnt <= bit_cnt + 1;
                        end 
                end
            else if(!ss_n && (bit_cnt == reg_width) && busy)   
                begin
                    d_out_slave <= shift_reg;
                    done_slave <= 1;
                end
            else
                begin
                    done_slave <= 0;
                    bit_cnt <= 0;
                end
        end
assign ready = (!ss_n) ? 1 : 0;
endmodule
module TopModule(d_in_Master , d_in_Slave_0 , d_in_Slave_1 , d_in_Slave_2 , d_in_Slave_3 , start , clk , rst , in_addr
                , d_out_Master , d_out_Slave , done_master , done_slave , busy , ready);
parameter reg_width = 32;
input rst , clk;
input start;
input [reg_width - 1 : 0] d_in_Master , d_in_Slave_0 , d_in_Slave_1 , d_in_Slave_2 , d_in_Slave_3;
input [4:0] in_addr;     
output   done_master;
output  busy ;
output  [reg_width - 1 : 0] d_out_Master;
output reg [reg_width - 1 : 0] d_out_Slave;
output reg ready , done_slave;
reg MISO;
wire MOSI;
wire s_clk , load;
wire clk_in;
wire [3:0] cs_n;
wire [reg_width - 1 : 0] d_out_Slave_0 , d_out_Slave_1 , d_out_Slave_2 , d_out_Slave_3;
wire MISO_0 , MISO_1 , MISO_2 , MISO_3;
wire done_slave_0 , done_slave_1 , done_slave_2 , done_slave_3;
wire ready_0 , ready_1 , ready_2 , ready_3;
    SPI_Master #(reg_width) Master (d_in_Master , MISO , clk_in , rst , start , in_addr[1:0]    
                                , d_out_Master , MOSI , s_clk , cs_n , done_master , busy , load);
    SPI_slave #(reg_width) Slave_0 (d_in_Slave_0 , MOSI , s_clk , cs_n[0] , clk_in , rst , load , busy
                                , d_out_Slave_0, MISO_0 , done_slave_0 , ready_0);
    SPI_slave #(reg_width) Slave_1 (d_in_Slave_1 , MOSI , s_clk , cs_n[1] , clk_in , rst , load , busy
                                , d_out_Slave_1, MISO_1 , done_slave_1 , ready_1);
    SPI_slave #(reg_width) Slave_2 (d_in_Slave_2 , MOSI , s_clk , cs_n[2] , clk_in , rst , load , busy
                                , d_out_Slave_2, MISO_2 , done_slave_2 , ready_2);
    SPI_slave #(reg_width) Slave_3 (d_in_Slave_3 , MOSI , s_clk , cs_n[3] , clk_in , rst , load , busy
                                , d_out_Slave_3, MISO_3 , done_slave_3 , ready_3);
    assign clk_in = (in_addr[4:2] == 3'b100) ? clk : 0;           
    always @(*)
        begin
            case(in_addr[1:0])
                3'b11:
                        begin
                            d_out_Slave = d_out_Slave_3;
                            MISO = MISO_3;
                            done_slave = done_slave_3;
                            ready = ready_3;
                        end
                3'b10:
                        begin
                            d_out_Slave = d_out_Slave_2;
                            MISO = MISO_2;
                            done_slave = done_slave_2;
                            ready = ready_2; 
                        end
                3'b01:
                        begin
                            d_out_Slave = d_out_Slave_1;
                            MISO = MISO_1;
                            done_slave = done_slave_1;
                            ready = ready_1; 
                        end
                default:
                        begin
                            d_out_Slave = d_out_Slave_0;
                            MISO = MISO_0;
                            done_slave = done_slave_0;
                            ready = ready_0; 
                        end
            endcase
        end
endmodule
</file>
<file path="./run.sh">
#!/bin/bash
# OpenROAD 26Q1-2900-gdf79404cd8, Yosys 0.63+post, stock flow scripts
make -C /OpenROAD-flow-scripts/flow DESIGN_CONFIG=/design/flow/config.mk WORK_HOME=/design/flow/orfs finish
</file>
==> reports/qor.yml <==
clock_tree:
  cts_hold_repair.buffers: 0
  post_cts_buffers: 0
  cts_resized: 0
critical_path:
  critical_path.top_delay_family: "buffers and inverters"
  timing_worst_setup_path_type: "in2out"
  worst-path-stages: 4
  critPathArrivalTime_ns: 2.39
  critical_path.max_stage_delay_ns: 0.51
  critical_path_origin: "in_addr[0]"
  path_cells: "buf_2 -> buf_12 -> mux4_2 -> clkdlybuf4s50_1"
  worstPathBufferInverterCount: 3
  cp-start-kind: "primary input"
  critical_path_required_ns: 2.96
  slowest_stage: "mux4_2"
  worst_setup_path_end_kind: "output pin"
  critical_path.max_fanout: 19
layout:
  fillCellCount: 5368
  post_route_cells_drive_above_1_share_pct: 29.7
  area.growth.synth_to_final_pct: 19.5
  final_cell_area_sq_mm: 0.0201
final_timing:
  max-slew-margin-rel_pct: 44.8
  rsz_0062_raised_after_global_routing: "no"
  transition_at_the_pin_with_the_smallest_max_transition_slack_ns: 0.828
  tns_ns: 0
  worst_slack_ns: 0.569
  timing_max_transition_violations_final: 0
  crit_path_time_final_ns: 3.13
  max_freq_mhz: 319
  post_layout_period_usage_pct: 84.6
  unclocked_pins: 368
  untimed_endpoints: 403
  finalHoldViolations: 0
  worst_slack_on_hold_paths_ns: 2.56
  setup_viol_count_final: 0
synthesis:
  fraction_of_synthesized_cell_area_taken_by_the_top_area_cell_type_pct: 54.4
  synth_sequential_area_ratio_pct: 54.7
  dominant_cell_type_by_area_after_synthesis: "dfrtp_1"
  enable_flop_cells: 0
  post_synth_main_area_contributors: "dfrtp_1 54%, mux2_2 23%, mux4_2 4.5%, a21oi_1 3.2%, mux2i_1 2.0%"
  ff_type: "dfrtp_1"
  post_synth.cell_area_avg_sq_um: 13.1
  post_synth_num_cell_types: 55
  synth.yosys.num_cells: 1281
  yosys_warnings: 3
  ys_seq_elements: 368
  post_synth_inst_count: 1281
  synth.yosys.chip_area_sq_mm: 0.0168
  synth-async-reset-ratio_pct: 100
  mappedNetlistArea_sq_mm: 0.0168
detailed_routing:
  via_per_inst: 4.83
  final_antenna_violating_net_count: 0
  wl_per_cell_um: 18.6
  drt-initial-drc-count: 464
  postRouteWirelength_um: 41300
  routed-via-count: 10700
  drc: 0
  first_pass_iters: 5
placement:
  placed_area_sq_mm: 0.0201
  post-dp-hpwl_um: 29800
  place_worst_setup_slack_ns: 0.542
  finalWeightedCongestion: 0.831
  numPortBuffers: 236
floorplan:
  fp_core_util_pct: 30.4
  floorplan.io_pins: 236
  fp-row-count: 86
  floorplan.die_area_sq_mm: 0.0571
  fp.coreArea_sq_mm: 0.0553
  dieHeight_um: 239
  chipWidth_um: 239
status:
  status: "complete, no violations"
hold_path:
  hp-class: "in2out"
  worst_hold_path.endpoint: "d_out_Slave[4]"
  min_path_cells: 3
  min-delay-start: "in_addr[1]"
global_route:
  grt_antenna_before_repair: 12
  number_of_global_route_vias_before_repair: 10900
  grt_remaining_overflow: 0
  grtUsageTotal_pct: 15.1
  grt_pass1_wl_um: 64800
  grt_max_degree: 194
pwr:
  vdd_drop_max_mv: 0.0615
  cell_pwr_density_mw_per_mm2: 26.0
  power_leakage_nw: 9.00
run:
  drv.max_cap_violation_count: 0
  log.warning_count: 41
==> placed cells by master (no fill, tap or decap), types with 3 or more instances in the layout <==
cell type,instances
xor2_1,6
mux2_2,348
o31ai_1,6
mux4_2,34
or3_1,4
a21oi_1,105
nand4_1,8
dfrtp_1,364
mux2_1,5
nand4b_1,3
buf_4,27
nor2_1,87
nand2_1,57
nor2b_1,3
diode_2,5
o21ai_0,12
o2111ai_1,6
nand3_1,17
inv_1,18
nor3_1,8
clkdlybuf4s50_1,234
buf_12,4
nand2b_1,4
ha_1,10
a21o_1,5
mux2i_1,34
xnor2_1,5
==> through the flow <==
step | power (mW) | instances | utilization (%)
floorplan | 0.295 | 1281 | -
global placement | 0.528 | 2214 | 36.4
detailed placement | 0.534 | 2214 | 36.4
CTS | 0.535 | 2214 | 36.4
global route | 0.568 | 2219 | 36.4
finish | 0.522 | 2219 | 36.4
==> how the worst max path moves through the flow <==
stage,end,slack (ns)
6_report,d_out_Slave[30],0.57
4_1_cts,d_out_Slave[7],0.55
5_1_grt,d_out_Slave[30],0.46
==> cell type report <==
class	instances	area (sq um)	share of cell area [%]
well taps	748	936	4.65
diodes	5	12.5	0.0622
repair buffers	267	2640	13.1
flip-flops and latches	368	9220	45.8
multi-input cells	812	7250	36.0
inverters	19	78.8	0.392
==> logic make-up (layout without fill, tap and decap cells) <==
kind of cell	Yosys count	count (layout)	share of synthesized area (%)
multiplexers	421	421	30.2
buffers and inverters	101	286	2.63
AND-OR/OR-AND	156	156	5.28
other	0	5	0
XOR/XNOR	11	11	0.572
adder cells (fa/ha/maj)	10	10	0.743
AND/OR/NAND/NOR	214	214	5.90
flip-flops	368	368	54.7
==> cells in the mapped netlist, drive strengths merged (6+ instances only) <==
cell and count:
a21oi 107, buf 44, clkbuf 38, dfrtp 366
ha 10, inv 19, mux2 353, mux2i 34
mux4 34, nand2 58, nand3 17, nand4 8
nor2 88, nor3 9, o2111ai 6, o21ai 12
o31ai 6, xor2 6
==> metal layers <==
metal	vias up	wire [um]	share of wire, %	global-route usage (%)
met4	12	213	0.52	1.44
met5	-	68	0.16	0
met3	20	3120	7.5	4.38
met1	5465	18900	46	23.3
li1	4973	-	-	-
met2	246	18900	46	22.6
==> where the power goes <==
part / switching [mW] / internal, mW
Combinational: 0.197 / 0.209
Clock: 0 / 0.000000182
Sequential: 0.0112 / 0.105
Total: 0.208 / 0.314
Power figures rest on the tool's default switching activity, not on a simulated workload.
